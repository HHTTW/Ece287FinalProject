**design/flow/design.v**
```verilog
module PS2(clk,ps_clk,ps_data,dataout,Done);
input clk,ps_clk,ps_data;
output [7:0] dataout;
output Done;
reg [3:0] num;  
	reg [10:0] data_buffer;  
reg [7:0] data_reg1,data_reg2,data_reg3,result;
reg isDone;
reg LastPs2_CLK;
reg CntEn;
reg LastCntEn;
reg En;
reg [15:0]Cnt;
reg [39:0]rstCnt;
reg [39:0]GoFlag;
always @(posedge ps_clk)
 begin 	
	CntEn <= ~CntEn;
 end
always @(posedge clk)
 begin 	
	LastCntEn <= CntEn;
	if(LastCntEn==CntEn) begin end
	else begin
		En <= 'd1;
	end
	if(En) begin
			rstCnt <= 'd0;
			if(ps_clk) Cnt <= Cnt + 'd1;
			else begin Cnt<='d0; En<='d0; end
			if(Cnt>1100) begin
				Cnt <= 'd0;
				En <= 'd0;
				if(ps_clk) begin	
					if(num>=4'd10) num<=4'd0; 
					else num<=num+4'd1;	
				end
			end 	
	end
	else begin
		rstCnt <= rstCnt + 'd1;
		if(rstCnt>100000) begin
			num<=4'd0;
			rstCnt <= 'd0;
		end
	end
 end 
always @(negedge ps_clk)
   begin
     data_buffer[num]<=ps_data;
  end
always @(posedge ps_clk)
  begin 
    case (num)
      4'd9:data_reg1<=data_buffer[8:1];
      4'd10:
			begin
			   if(data_reg1=='hf0) begin
					result<='hff;
					GoFlag <= 'd1;
			   end
			   else begin
					if(GoFlag==0) begin
							isDone <= 'd1;
							result <= data_reg1;
					end 
					else begin
						GoFlag <= 'd0;	
					end
			   end
			end
    endcase
	if(isDone) isDone<='d0;
  end
assign dataout=result;
assign Done=isDone;
endmodule
```
**design/flow/constraint.sdc**
```tcl
current_design PS2

set clk_period 3.3
set clk_io_pct 0.2

create_clock -name clk0 -period $clk_period [get_ports {clk}]
create_clock -name clk1 -period $clk_period [get_ports {ps_clk}]

set non_clock_inputs [all_inputs -no_clocks]
set_input_delay [expr $clk_period * $clk_io_pct] -clock clk0 $non_clock_inputs
set_output_delay [expr $clk_period * $clk_io_pct] -clock clk0 [all_outputs]
```
**design/flow/config.mk**
```make
export PLATFORM = sky130hd
export DESIGN_NAME = PS2
export DESIGN_NICKNAME = PS2
export VERILOG_FILES = /design/flow/design.v
export SDC_FILE = /design/flow/constraint.sdc
export NUM_CORES = 4
export LEC_CHECK = 1
export CORE_UTILIZATION = 30
```
**design/flow/run.sh**
```bash
#!/bin/bash
# OpenROAD 26Q1-2900-gdf79404cd8, Yosys 0.63+post, stock flow scripts
make -C /OpenROAD-flow-scripts/flow DESIGN_CONFIG=/design/flow/config.mk WORK_HOME=/design/flow/orfs finish
```
==> flow.log <==
[report] implementation figures
[metrics] run status: complete, no violations
[metrics] required time reported for the critical path endpoint: 2.00 ns
[metrics] launching element of the worst setup path: num[0]
[metrics] pin slew with the least headroom to its limit: 0.740 ns
[metrics] number of warnings the tools reported: 45
[metrics] predominant post-synthesis flop cell: sky130_fd_sc_hd__dfxtp_1
[metrics] synthesized netlist cell count: 299
[metrics] leakage power: 1.70 nW
[metrics] Placement Cell Area: 3840 µm²
[metrics] leftover overflow at the end of global routing: 0
[metrics] register share after synthesis: 62.6%
[metrics] Hold Startpoint: CntEn
[metrics] Peak supply drop: 0.456 mV
[metrics] share of total power in combinational logic: 11.9%
[metrics] die width: 109 µm
[metrics] Clk pwr share: 50.6%
[metrics] Top-area cell share: 32.3%
[metrics] Setup Total Neg Slack: 0 ns
[metrics] Synth cell types: 43
[metrics] drt initial violations: 93
[metrics] number of hold violations in the final report: 0
[metrics] vertical extent of the die: 109 µm
[metrics] sequential power share: 37.5%
[metrics] antenna-violating nets left: 0
[metrics] average wire per cell in the routed design: 10.5 µm
[metrics] number of cells in the yosys synthesis report: 299
[metrics] Layout area overhead: 32.1%
[metrics] final setup skew: 0.104 ns
[metrics] total track usage: 10.4%
[metrics] switching part of the total: 23.0%
[metrics] total length of routed wires: 5.38 mm
[metrics] post-route DRC violation count: 0
[metrics] pin count of the biggest net entering global routing: 22
[metrics] Mapped Avg Cell Area: 11.5 µm²
[metrics] number of setup violations in the final report: 0
[metrics] final max-slew violation count: 0
[metrics] largest fanout on the critical path: 6
[metrics] detailed placer's ending HPWL: 3.41 mm
[metrics] number of global-route vias before repair: 2269
[metrics] arrival time at the worst endpoint: 1.78 ns
[metrics] antenna violations before repair: 0
[metrics] number of gates resized after CTS: 0
[metrics] Slew HR: 50.6%
[metrics] post-layout instance area: 4540 µm²
[metrics] Hold WC Path Type: reg2reg
[metrics] floorplan die area: 11900 µm²
[metrics] Post-CTS Setup Bufs: 0
[metrics] Hold Buf Count CTS: 0
[metrics] Buffers on Ports: 10
[metrics] FF-to-FF Start: num[0]
[metrics] total core area: 11000 µm²
[metrics] number of core rows: 38
[metrics] weighted congestion reported at the end of routability-driven placement: 0.792
[metrics] power spent charging and discharging nets: 0.812 mW
[metrics] area of the synthesized netlist per yosys stat: 3440 µm²
[metrics] Internal Pwr Total: 2.71 mW
[metrics] fraction of final layout cells with drive strength greater than 1: 14.2%
[metrics] P per Cell Area: 776 nW/µm²
[metrics] number of register bits inferred by synthesis: 89
[metrics] clock tree from TritonCTS: yes
[metrics] total antenna diodes in the routed design: 0
[metrics] share of flip-flops with an asynchronous set or reset: 0%
[metrics] Synth area leader: sky130_fd_sc_hd__edfxtp_1
[metrics] CTS clk-pin slew, worst paths: 0.06 ns
[metrics] Post-synth EDFFs: 37
[metrics] first-pass iteration count of the detailed router: 4
[metrics] number of maximum-capacitance constraint violations: 0
[metrics] Floorplan Utilization: 31.3%
[metrics] unrepaired setup endpoints after global routing: no
[metrics] global-route wire length before repair: 9.28 mm
[metrics] Top Ports: 12
[metrics] number of vias per cell after detailed routing: 4.37
[metrics] worst setup path category: reg2reg
[metrics] routed vias: 2244
[metrics] Yosys warnings: 1
[metrics] CP endpoint kind: flip-flop
[metrics] Cell area leaders: sky130_fd_sc_hd__edfxtp_1 (32%), sky130_fd_sc_hd__dfxtp_1 (30%), sky130_fd_sc_hd__nor2_1 (4.9%), sky130_fd_sc_hd__ha_1 (3.6%), sky130_fd_sc_hd__xnor2_1 (3.3%)
[metrics] total standard cell area after synthesis: 3440 µm²
[metrics] sort of element at the start of the critical path: flip-flop
## per-stage QoR
stage                     power (mW)  hold slack, ns  setup WS, ns  utilization (%)  instances
after floorplan                 1.65           0.240       0.00893                -        326
after detailed placement        1.78           0.379        -0.203             35.0        476
after global placement          1.78           0.370        -0.191             35.0        476
after global routing            3.70           0.428        0.0789             41.4        514
after CTS                       3.57           0.409         0.226             41.4        514
final                           3.52           0.406         0.220             41.4        514
## sequential cells by signal, indices dropped and copies added, names as in the netlist, named ones only
name / cells
result: 8
num: 4
LastCntEn: 1
En: 1
isDone: 1
Cnt: 16
rstCnt: 40
CntEn: 1
data_reg1: 8
data_buffer: 8
## final timing paths
check	endpoint	slack (ns)	cells past startpoint
min reg2reg	CntEn	0.41	1
min	CntEn	0.41	1
max reg2reg	data_buffer[8]	0.22	6
max in group clk0	Cnt[2]	0.66	9
min in group clk0	LastCntEn	0.43	0
max	data_buffer[8]	0.22	6
## critical path, cell delays in order (launching register included)
cell,delay [ns]
sky130_fd_sc_hd__edfxtp_1,0.39
sky130_fd_sc_hd__inv_1,0.08
sky130_fd_sc_hd__ha_2,0.22
sky130_fd_sc_hd__nor2_1,0.15
sky130_fd_sc_hd__a31oi_1,0.06
sky130_fd_sc_hd__nor3_1,0.20
sky130_fd_sc_hd__mux2_2,0.35
## final cells by class
class	instances	area, µm²
well taps	140	175
fillers	988	6440
clock buffers	23	553
flip-flops and latches	89	2150
clock inverters	16	149
repair buffers	18	160
multi-input cells	209	1280
inverters	19	71.3
## metal layers
metal	track usage (%)	up-vias	share of wire, %
met4	4.83	0	2.2
li1	-	1152	-
met2	14.7	52	45
met3	5.97	16	6.8
met5	0	-	0
met1	13.1	1024	46
## synthesized netlist by cell type, drive strengths merged, types with 2 or more instances
library cell	instances
xor2	13
dfxtp	52
nor4	8
nor2	45
a31oi	4
or4	3
or2	5
ha	10
xnor2	13
and3	5
edfxtp	37
nor3	8
o21ai	15
nand2	9
nand3	15
nand4	7
inv	20
clkbuf	7
mux2	2
## logic make-up (layout without fill, tap and decap cells)
logic type	count (synthesis)	after routing	share of synthesized area (%)
and+or+nand+nor	114	114	17.0
DFF	89	89	62.6
AOI/OAI and AO/OA	28	28	5.82
buffers and inverters	28	76	3.28
xor gates and xnor gates	26	26	6.63
adders and majority gates	10	10	3.64
muxes	3	3	0.946
other	1	28	0.109
## power by group through the flow
stage	Combinational, mW	Clock (mW)	Sequential (mW)
4_1_cts	0.416	1.83	1.32
5_1_grt	0.472	1.90	1.33
6_report	0.419	1.79	1.32
## placed cells by master (no fill, tap or decap), types with 9 or more instances in the layout
cell type / Yosys / final
sky130_fd_sc_hd__o21ai_0: 15 / 15
sky130_fd_sc_hd__ha_1: 10 / 9
sky130_fd_sc_hd__nand2_1: 9 / 9
sky130_fd_sc_hd__inv_1: 20 / 28
sky130_fd_sc_hd__dfxtp_1: 52 / 52
sky130_fd_sc_hd__clkbuf_16: 0 / 21
sky130_fd_sc_hd__clkdlybuf4s50_1: 0 / 10
sky130_fd_sc_hd__edfxtp_1: 37 / 37
sky130_fd_sc_hd__nor2_1: 45 / 45
sky130_fd_sc_hd__conb_1: 1 / 28
sky130_fd_sc_hd__nand3_1: 15 / 15
sky130_fd_sc_hd__xnor2_1: 13 / 13
sky130_fd_sc_hd__xor2_1: 13 / 13
No activity file was given, so power comes from the tool's default toggle rates.
