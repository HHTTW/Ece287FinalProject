==> run.sh <==
#!/bin/bash
# OpenROAD 26Q1-2900-gdf79404cd8, Yosys 0.63+post, stock flow scripts
make -C /OpenROAD-flow-scripts/flow DESIGN_CONFIG=/design/flow/config.mk WORK_HOME=/design/flow/orfs finish
==> config.mk <==
export PLATFORM = sky130hd
export DESIGN_NAME = vga_control_module
export DESIGN_NICKNAME = vga_control_module
export VERILOG_FILES = /design/flow/design.v
export SDC_FILE = /design/flow/constraint.sdc
export NUM_CORES = 4
export LEC_CHECK = 1
export CORE_UTILIZATION = 40
==> constraint.sdc <==
current_design vga_control_module

set clk_period 1.9
set clk_io_pct 0.2

create_clock -name clk0 -period $clk_period [get_ports {CLK}]

set non_clock_inputs [all_inputs -no_clocks]
set_input_delay [expr $clk_period * $clk_io_pct] -clock clk0 $non_clock_inputs
set_output_delay [expr $clk_period * $clk_io_pct] -clock clk0 [all_outputs]
==> design.v <==
module vga_control_module
(
  input CLK,
  input RSTn,
  input [9:0]X1,
  input [9:0]X2,
  input [9:0]Y1,
  input [9:0]Y2,
  input [3:0]Num1,
  input [3:0]Num2,
  input  Contorl,
  input  [7:0]ZiKu,
  output [7:0]R,
  output [7:0]G,
  output [7:0]B,
  output HSYNC,
  output VSYNC,
  output VGA_CLK,
  output VGA_BLANK_N,
  output VGA_SYNC_N,
  output [9:0]Addr
 );
 reg [9:0]a;
 reg [9:0]b;
 reg [9:0]c;
 reg [9:0]d;
 reg [9:0]o;
 reg [9:0]p;
 reg [9:0]q;
 reg [9:0]r;
 reg [7:0]rR;
 reg [7:0]rG;
 reg [7:0]rB;
 reg [11:0]C1;
 reg [11:0]C2;
 reg rH,rV;
 reg [11:0]xpos;
 reg [11:0]ypos;
 reg [9:0]rAddr;
 reg [9:0]BallWeiZhi;
 reg [7:0]FootBall;
 reg [15:0]dispNumA0;
 reg [15:0]dispNumA1;
 reg [15:0]dispNumA2;
 reg [15:0]dispNumA3;
 reg [15:0]dispNumA4;
 reg [15:0]dispNumA5;
 reg [15:0]dispNumA6;
 reg [15:0]dispNumA7;
 reg [15:0]dispNumB0;
 reg [15:0]dispNumB1;
 reg [15:0]dispNumB2;
 reg [15:0]dispNumB3;
 reg [15:0]dispNumB4;
 reg [15:0]dispNumB5;
 reg [15:0]dispNumB6;
 reg [15:0]dispNumB7;
  reg rVGA_BLANK_N;
   reg rVGA_SYNC_N;
   reg CLK_25M;
 always @ ( posedge CLK )
 begin
	CLK_25M <= ~CLK_25M;
end 
 always @ ( posedge CLK_25M or negedge RSTn )
 if( !RSTn ) begin
			rR <= 'd0;
			rG <= 'd0;
			rB <= 'd0;
	C1 <= 'd0;
	C2 <= 'd0;
	rH <= 1'b1;
	rV <= 1'b1;
	a <= 'd96; 
	b <= 'd48; 
	c <= 'd640; 
	d <= 'd16; 
	o <= 'd2; 
	p <= 'd33; 
	q <= 'd480; 
	r <= 'd10; 
 end
 else begin	
		if(Contorl==0) BallWeiZhi<=Y1;
		else           BallWeiZhi<=Y2;
	 	case (ypos-(BallWeiZhi+18))
				'd0 : FootBall <= 8'h18; 
				'd1 : FootBall <= 8'h24; 
				'd2 : FootBall <= 8'h5A;
				'd3 : FootBall <= 8'hA5; 
				'd4 : FootBall <= 8'hA5; 
				'd5 : FootBall <= 8'h5A; 
				'd6 : FootBall <= 8'h24; 
				'd7 : FootBall <= 8'h18;
		endcase 
	if( ((C1 > (a + b)) && (C1 <= (a + b + c)) ) && ( (C2 > (o + p)) && (C2 <= (o + p + q) )) ) begin
			if((xpos>=110)&&(xpos<=110+8)&&(ypos>=20)&&(ypos<=20+16)) begin
					rAddr =(ypos-20)+ (Num1*16);
					if(ZiKu[(xpos-110)]) begin
							rR<='d255; rG<='d0; rB<='d0;
					end 
					else begin
							rR<='d0; rG<='d0; rB<='d0;
					end		
			end
			else if((xpos>=204)&&(xpos<=204+8)&&(ypos>=20)&&(ypos<=20+16)) begin
					rAddr =(ypos-20)+ (Num2*16);
					if(ZiKu[(xpos-204)]) begin
							rR<='d255; rG<='d0; rB<='d255;
					end 
					else begin
							rR<='d0; rG<='d0; rB<='d0;
					end		
			end
			else if((xpos>=X1)&&(xpos<=X1+16)&&(ypos>=Y1)&&(ypos<=Y1+16)) begin
						rR<='d255; rG<='d0; rB<='d0;
			end
			else if((xpos>=X2)&&(xpos<=X2+16)&&(ypos>=Y2)&&(ypos<=Y2+16)) begin
						rR<='d255; rG<='d0; rB<='d255;
			end
			else if((xpos>=X1+4)&&(xpos<X1+12)&&(ypos>=Y1+18)&&(ypos<Y1+26)&&(Contorl==0)) begin
						if(FootBall[xpos-(X1+4)]) begin rR<='d0; rG<='d0; rB<='d0; end
						else begin rR<='d0; rG<='d255; rB<='d0; end
			end
			else if((xpos>=X2+4)&&(xpos<X2+12)&&(ypos>=Y2+18)&&(ypos<Y2+26)&&(Contorl==1)) begin
						if(FootBall[xpos-(X2+4)]) begin rR<='d0; rG<='d0; rB<='d0; end
						else begin rR<='d0; rG<='d255; rB<='d0; end			
			end
			else if((xpos>=60)&&(xpos<=260)&&(ypos>=50)&&(ypos<=190)) begin		
						if((  ((xpos>=65)&&(xpos<=158))||((xpos>=162)&&(xpos<=255))  )&&(ypos>=55)&&(ypos<=185)) begin
								rR<='d0; rG<='d255; rB<='d0;
						end
						else begin
								rR<='d255; rG<='d255; rB<='d255;
						end
			end
			else begin
					rR<='d0; rG<='d0; rB<='d0;
			end
	end
	else begin 
		rR<='d0; rG<='d0; rB<='d0;
	end
	xpos <= (C1 - 'd144)/2;
	ypos <= (C2 - 'd35)/2;
	if( C1 == (a+b+c+d) ) rH <= 1'b0;
	else if( C1 == a ) rH <= 1'b1;
	if( C2 == (o+p+q+r) ) rV <= 1'b0;
	else if( C2 == o ) rV <= 1'b1;
	if( C2 == (o+p+q+r) ) C2 <= 10'd1;
	else if( C1 == (a+b+c+d) ) C2 <= C2 + 1'b1;
	if( C1 == (a+b+c+d) ) C1 <= 11'd1;
	else 
	C1 <= C1 + 1'b1;
 end
 assign R = rR;
 assign G = rG;
 assign B = rB;
 assign HSYNC = rH;
 assign VSYNC = rV;
 assign VGA_CLK = CLK_25M;
 assign VGA_BLANK_N = rH && rV;
 assign VGA_SYNC_N = 'd0;
 assign Addr = rAddr;
 endmodule
==> flow_metrics.env <==
# implementation run metrics
export IMPL_cts_hold_repair_buffers=0
export IMPL_cts_setup_buffers=0
export IMPL_ctsResizeCount=0
export IMPL_worstPathCellList="clkdlybuf4s50_1"
export IMPL_clock_power_share_pct=0
export IMPL_drt_antenna_violating_nets=0
export IMPL_required_ns=1.52
export IMPL_setup_worst_path_start="CLK_25M"
export IMPL_top_area_cell="sky130_fd_sc_hd__ha_1"
export IMPL_fmax_mhz=879
export IMPL_route_final_wire_length_um=24400
export IMPL_die_height_um=161
export IMPL_core_area_sq_um=24500
export IMPL_cp_num_buf_inv=1
export IMPL_num_antenna_cells=0
export IMPL_post_synth_inst_count=1150
export IMPL_number_of_violations_of_the_max_capacitance_limit=0
export IMPL_comb_power_share_pct=96.2
export IMPL_p_leak_nw=4.65
export IMPL_maxSlewViolCount=0
export IMPL_tool_warnings=54
export IMPL_criticalPathCategory="reg -> out"
export IMPL_finalWeightedCongestion=0.911
export IMPL_number_of_unconstrained_endpoints=162
export IMPL_route_detailed_wl_per_inst_um=16.0
export IMPL_crit_start_category="flop"
export IMPL_crit_fanout=2
export IMPL_ys_cells=1150
export IMPL_max_stage_delay_ns=0.45
export IMPL_cellInternalPower_w=0.000507
export IMPL_fin_crit_ns=1.14
export IMPL_num_io_pins=98
export IMPL_clock_skew_ns=0
export IMPL_yosys_register_bits=78
export IMPL_most_used_standard_cells_in_the_synthesized_netlist="sky130_fd_sc_hd__ha_1 (198), sky130_fd_sc_hd__inv_1 (104), sky130_fd_sc_hd__xnor2_1 (98)"
export IMPL_status="complete, no violations"
export IMPL_placement_io_buffers=96
export IMPL_whs_ns=0.770
export IMPL_synth_async_reset_ratio_pct=37.2
export IMPL_design_power_total_w=0.00103
export IMPL_vias=8208
export IMPL_ff_type="sky130_fd_sc_hd__edfxtp_1"
export IMPL_slew_margin_rel_pct=46.6
export IMPL_critical_path_top_delay_family="buffers and inverters"
export IMPL_syn2layout_area_growth_pct=10.7
export IMPL_drt_vias_per_instance=5.38
export IMPL_finalSetupViolations=0
export IMPL_worstHoldStart="CLK_25M"
export IMPL_yosysUniqueCellTypes=74
export IMPL_yosys_cell_count_top_type="sky130_fd_sc_hd__ha_1"
export IMPL_clk_transition_reported_paths_ns=0
export IMPL_clock_latency_late_pin_ns=0
export IMPL_post_route_cells_drive_above_1_share_pct=2.83
export IMPL_antenna_found_initial=1
export IMPL_synth_largest_type_area_fraction_pct=24.5
export IMPL_fp_dieArea_sq_um=25900
export IMPL_detailedPlace_worstSlack_ns=0.767
export IMPL_syn_mean_instance_area_sq_um=8.79
export IMPL_yosys_area_sq_um=10100
export IMPL_count_of_flip_flops_with_a_built_in_enable_after_synthesis=48
export IMPL_synth_seq_area_share_pct=21.7
export IMPL_p_sw_share_pct=51.0
export IMPL_final_hold_violation_count=0
export IMPL_cellPowerDensity_nw_per_um2=92.4
export IMPL_detailedRoute_firstPassIterationCount=4
export IMPL_timing_hold_worst_class="reg -> reg"
export IMPL_layout_setup_ws_ns=0.763
export IMPL_hpwl_um=19700
export IMPL_switching_power_w=0.000527
export IMPL_rows=57
export IMPL_start_of_the_worst_register_to_register_path="CLK_25M"
export IMPL_syn_area_sq_um=10100
export IMPL_critical_path_slowest_cell="sky130_fd_sc_hd__clkdlybuf4s50_1"
export IMPL_grt_max_degree=79
export IMPL_initial_core_util_pct=41.2
export IMPL_synth_top_cells_by_area="sky130_fd_sc_hd__ha_1 (25%), sky130_fd_sc_hd__edfxtp_1 (14%), sky130_fd_sc_hd__xnor2_1 (8.5%)"
export IMPL_rsz0062_at_grt="false"
export IMPL_fin_util_pct=45.6
export IMPL_die_w_um=161
export IMPL_grt_overflow_total=0
export IMPL_irDropWorstVdd_v=0.0000905
export IMPL_fin_setup_tns_ns=0
export IMPL_critical_path_endpoint_type="output pin"
export IMPL_track_usage_pct=19.7
export IMPL_register_pins_left_without_a_clock=77
export IMPL_grt_pass1_vias=7662
export IMPL_drt_drc_violations_left=0
export IMPL_timing_critical_path_arrival_ns=0.76
export IMPL_tightest_slew_ns=0.802
export IMPL_yosysWarnings=1
export IMPL_drt_iter0_markers=313
export IMPL_grt_first_pass_wirelength_um=39700
export IMPL_share_seq_of_total_power_pct=3.8
export IMPL_filler_cell_count=2377
export IMPL_finalClockPeriodUsage_pct=59.9
## registers in the layout (all words and copies together), names as in the netlist
name	flops
rG	1
rH	1
BallWeiZhi	10
rR	1
rV	1
rAddr	10
rB	1
C1	12
C2	12
CLK_25M	1
xpos	12
ypos	12
FootBall	4
## through the flow
step | instances | area, sq um
2_1_floorplan | 1150 | 10100
3_3_place_gp | 1525 | 11200
3_5_place_dp | 1525 | 11200
4_1_cts | 1525 | 11200
5_1_grt | 1525 | 11200
6_report | 1525 | 11200
## worst register-to-register path: stages, from the launching register on
cell and delay, ns:
sky130_fd_sc_hd__dfxtp_2 0.30, sky130_fd_sc_hd__buf_4 0.55, sky130_fd_sc_hd__inv_1 0.08
## cell type report
class / count / area [sq um] / share of cell area, %
flip-flops and latches: 78 / 2190 / 19.6
multi-input cells: 917 / 7210 / 64.4
repair buffers: 102 / 1000 / 8.94
well taps: 324 / 405 / 3.62
inverters: 104 / 390 / 3.49
## path summary, 6_finish.rpt
kind,endpoint,slack (ns),cells after the start
worst max-delay path,VGA_CLK,0.76,1
worst min register to register,CLK_25M,0.77,2
worst max register to register,CLK_25M,0.82,2
worst min-delay path,CLK_25M,0.77,2
## routing by layer
layer	share of wire, %	wire, um	vias to the layer above	track usage [%]
met1	48	11800	3797	29.7
li1	-	-	4249	-
met2	47	11400	151	32.4
met3	4.1	1000	11	2.04
met4	0.93	228	0	1.59
met5	0	0	-	0
## power by group through the flow
stage / Clock [W] / Combinational [W] / Sequential (W)
4_1_cts: 0 / 0.00100 / 0.0000398
5_1_grt: 0 / 0.00113 / 0.0000399
6_report: 0 / 0.000995 / 0.0000398
## cell families (layout without fill, tap and decap cells)
logic type | count (synthesis) | in the layout | synth area share, %
compound gates | 241 | 241 | 15.2
xor+xnor | 125 | 125 | 10.8
fa+ha+maj | 203 | 203 | 25.5
buf+inv | 155 | 206 | 7.05
flops | 78 | 78 | 21.7
mux | 19 | 19 | 2.91
other cells | 1 | 1 | 0.0371
simple gates | 328 | 328 | 16.8
## cells in the final DEF (no fill, tap or decap), types with 6 or more instances in the layout
| cell | synthesis | final |
|---|---|---|
| sky130_fd_sc_hd__a31oi_1 | 11 | 11 |
| sky130_fd_sc_hd__a211oi_1 | 15 | 15 |
| sky130_fd_sc_hd__ha_1 | 198 | 198 |
| sky130_fd_sc_hd__xnor2_1 | 98 | 98 |
| sky130_fd_sc_hd__nor3_1 | 31 | 31 |
| sky130_fd_sc_hd__and3_1 | 7 | 7 |
| sky130_fd_sc_hd__and2_1 | 6 | 6 |
| sky130_fd_sc_hd__inv_1 | 104 | 104 |
| sky130_fd_sc_hd__clkdlybuf4s50_1 | 0 | 95 |
| sky130_fd_sc_hd__mux4_2 | 8 | 8 |
| sky130_fd_sc_hd__nand4_1 | 20 | 20 |
| sky130_fd_sc_hd__nand2_1 | 70 | 70 |
| sky130_fd_sc_hd__xor2_1 | 27 | 27 |
| sky130_fd_sc_hd__edfxtp_1 | 48 | 48 |
| sky130_fd_sc_hd__o31ai_1 | 6 | 6 |
| sky130_fd_sc_hd__dfrtp_1 | 27 | 27 |
| sky130_fd_sc_hd__buf_4 | 22 | 6 |
| sky130_fd_sc_hd__nand3_1 | 36 | 36 |
| sky130_fd_sc_hd__a21oi_1 | 63 | 63 |
| sky130_fd_sc_hd__nor2_1 | 72 | 72 |
| sky130_fd_sc_hd__nand4b_1 | 6 | 6 |
| sky130_fd_sc_hd__o211ai_1 | 12 | 12 |
| sky130_fd_sc_hd__nor2b_1 | 15 | 15 |
| sky130_fd_sc_hd__nand2b_1 | 18 | 18 |
| sky130_fd_sc_hd__nor4_1 | 12 | 12 |
| sky130_fd_sc_hd__a21o_1 | 27 | 27 |
| sky130_fd_sc_hd__o21ai_0 | 61 | 61 |
| sky130_fd_sc_hd__mux2i_1 | 8 | 8 |
No activity file was given, so power comes from the tool's default toggle rates.
