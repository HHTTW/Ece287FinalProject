`./design.v`:
```
module contorl_model             
 (
 		input       CLK,                   				
 		input       RSTn,
		input       [7:0]Ps2DataIn,
		input       Done,
 		output      [9:0]X1, 	
		output      [9:0]X2,	
 		output      [9:0]Y1, 	
		output      [9:0]Y2,		
		output      [3:0]Num1,
		output      [3:0]Num2,
		output      Contorl
 );
reg [9:0]rX1;
reg [9:0]rX2;
reg [9:0]rY1;
reg [9:0]rY2;
reg [3:0]rNum1;
reg [3:0]rNum2;
 reg Flag;
 reg GoFlag;
 reg rContorl;
 reg LastDone;
	always @ ( posedge CLK )  
 begin
	if(RSTn==0) begin
		rX1 <= 'd74; 
		rX2 <= 'd230;
		rY1 <= 'd110;
		rY2 <= 'd110;
		rNum1 <= 'd0;
		rNum2 <= 'd0;
		rContorl <= 'd0;
		Flag <= 'd0;
		GoFlag <= 'd1;
	end
	else begin
		if((rX1+16>=260)&&(rContorl==0)) begin
			rX1 <= 'd74;
			rY1 <= 'd110;
			rX2 <= 'd230;
			rY2 <= 'd110;
			rNum1 <= rNum1 + 'd1;
			rContorl <= ~rContorl;
		end
		if((rX2<=60)&&(rContorl==1)) begin
			rX1 <= 'd74;
			rY1 <= 'd110;
			rX2 <= 'd230;
			rY2 <= 'd110;
			rNum2 <= rNum2 + 'd1;
			rContorl <= ~rContorl;
		end
		if( (rX1==rX2)&&(rY1==rY2)&&(Flag==0) ) begin				
						rContorl <= ~rContorl;
						Flag <= 'd1;
						rX1 <= 'd74;
						rY1 <= 'd110;
						rX2 <= 'd230;
						rY2 <= 'd110;
		end
		if((rX1!=rX2)||(rY1!=rY2)) begin
				Flag <= 'd0;
		end
		if(  ( ((rY1<50-16)||(rY1>190-16-5-8))&&(rContorl==0) ) || ( ((rY2<50-16)||(rY2>190-16-5-8))&&(rContorl==1) )  ) begin
						rX1 <= 'd74;
						rY1 <= 'd110;
						rX2 <= 'd230;
						rY2 <= 'd110;					
						rContorl <= ~rContorl;				
		end
		LastDone <= Done;
		if((Done==1)&&(LastDone==0)) begin
				case(Ps2DataIn)
					'h23: begin if((rX1<300)&&(GoFlag)) rX1<=rX1+2; end     		 
					'h1c:	begin if((rX1>0)&&(GoFlag)) 	rX1<=rX1-2; end			 
					'h1d: begin if((rY1>0)&&(GoFlag)) 	rY1<=rY1-2; end     		 
					'h1b:	begin if((rY1<300)&&(GoFlag)) rY1<=rY1+2; end			 
					'h4b:	begin if((rX2<300)&&(GoFlag)) rX2<=rX2+2; end			 
					'h3b:	begin if((rX2>0)&&(GoFlag)) 	rX2<=rX2-2; end			 
					'h43: begin if((rY2>0)&&(GoFlag)) 	rY2<=rY2-2; end     		 
					'h42:	begin if((rY2<300)&&(GoFlag)) rY2<=rY2+2; end			 
					'h32:	begin GoFlag<=~GoFlag; end                             
					'h3a:	begin                                                  
									rX1 <= 'd74; 
									rX2 <= 'd230;
									rY1 <= 'd110;
									rY2 <= 'd110;
									rNum1 <= 'd0;
									rNum2 <= 'd0;
									rContorl <= 'd0;
									Flag <= 'd0;
									GoFlag <= 'd1;
							end
				endcase
		end
	end
 end
assign X1 = rX1; 
assign X2 = rX2; 
assign Y1 = rY1; 
assign Y2 = rY2;  
assign Num1 = rNum1;
assign Num2 = rNum2;
assign Contorl = rContorl;
endmodule 
```
`./run.sh`:
```
#!/bin/bash
# OpenROAD 26Q1-2900-gdf79404cd8, Yosys 0.63+post, stock flow scripts
make -C /OpenROAD-flow-scripts/flow DESIGN_CONFIG=/design/flow/config.mk WORK_HOME=/design/flow/orfs finish
```
`./config.mk`:
```
export PLATFORM = sky130hd
export DESIGN_NAME = contorl_model
export DESIGN_NICKNAME = contorl_model
export VERILOG_FILES = /design/flow/design.v
export SDC_FILE = /design/flow/constraint.sdc
export NUM_CORES = 4
export LEC_CHECK = 1
export CORE_UTILIZATION = 50
```
`./constraint.sdc`:
```
current_design contorl_model

set clk_period 6.1
set clk_io_pct 0.2

create_clock -name clk0 -period $clk_period [get_ports {CLK}]

set non_clock_inputs [all_inputs -no_clocks]
set_input_delay [expr $clk_period * $clk_io_pct] -clock clk0 $non_clock_inputs
set_output_delay [expr $clk_period * $clk_io_pct] -clock clk0 [all_outputs]
```
==> results.tsv <==
metric	value	unit
status	complete, no violations	
Syn. warnings	1	
share of layout cells above drive strength 1	0.0774	
Synth Area per Inst	7.63	sq um
CORE AREA	8850	sq um
routed vias	4925	
cycle use final	0.633	
CP peak stage delay	0.88	ns
TritonRoute pass-1 iters	16	
area share of fa/ha/maj cells after synthesis	0.0352	
TNS Setup	0	ns
global route hottest layer	met1	
M1 GR Usage	0.472	
final setup vio count	0	
Port Buffers	59	
startpoint types	input port	
Critical path buffers and inverters	1	
Max Transition Viols Final	0	
GR met2 Demand/Resource	0.453	
first-pass GRT wire length	23.0	mm
Hold Vio Cnt, Final	0	
global route overflow	0	
CP Cell Sequence	clkdlybuf4s50_1, and4b_1, nand2_1, a21oi_1, a31oi_1, a21oi_1, a211oi_2	
postcts setup bufs	0	
Worst-Skew Late Latency	0.31	ns
Synth flops	52	
Power Density	114	nW/um^2
Worst Path Max Fanout	17	
Slew @ Worst Pin	0.981	ns
highest clock rate	0.259	GHz
Slew headroom	0.337	
routed via count divided by cell count	6.65	
cell area after layout	5290	sq um
OpenROAD warnings	32	
crit path time final	3.86	ns
# fillers	828	
total of max-cap violations	0	
area share of the largest cell type after synthesis	0.221	
Hold WC Path Type	flip-flop to flip-flop	
Initial Utilization	0.522	
number of enable flip-flop cells	1	
top cells by count	dfxtp_1 (51), nand2_1 (48), nor2_1 (47)	
Crit path top cell by count	a21oi_1	
Synth Instances	605	
XOR Share, Synth	0.0740	
deepest clock path buffer count	2	
Die X	98.1	um
number of diodes	0	
crit path DAT	4.06	ns
ao+oa area frac	0.271	
TritonCTS buffer count	5	
H-tree Lvls	2	
VDD IR max	114	uV
pin count of the biggest net entering global routing	29	
CTS tree	yes	
multiplexer share of the synthesized area	0.0176	
yosys stat area	4620	sq um
unrepaired setup endpoints after global routing	false	
Top area cell types	dfxtp_1 (22%), xnor2_1 (5.9%), nand2_1 (3.9%)	
gpl congestion	1.01	
post_cts resized	0	
Synth Cell Area	4620	sq um
Seq share, synth	0.228	
Final ANT Viol Nets	0	
WL per Instance	19.4	um
yosys cell count	605	
leading area contributor after synthesis	dfxtp_1	
end-of-flow core utilization	0.598	
die y size	98.1	um
GRT Total Usage	0.306	
DRT iter0 DRCs	386	
DP Wirelength	10.4	mm
initial antenna violation count	0	
Critical Path Sink Type	flip-flop	
area growth from synthesis to layout	14.7	%
dpl cell area	5200	sq um
row cnt	34	
Yosys top cell by instances	dfxtp_1	
Distinct cells, synth	87	
vias in the first global route	4382	
cts-stage hold buffer count	0	
Main synth FF type	dfxtp_1	
Static Leak	0.00180	uW
CP Data Required Time	6.29	ns
io pins	60	
WL final	14.4	mm
total die area	9620	sq um
clk_skew	0.00916	ns
Crit-path slowest cell	clkdlybuf4s50_1	
root buffer cell	clkbuf_8	
Worst-path clk slew	0.10	ns
Sink Count	52	
DRC	0	
cell family with most CP delay	AND-OR/OR-AND gates	
M3 GR Usage	0.0472	
ys async rst share	0	
Crit Path Class	input port to flip-flop	
Top non-seq family	simple AND/OR/NAND/NOR gates	
yosys simple share	0.315	
[per-layer routing]
metal | vias to the layer above | wire length (um)
met4 | 0 | 351
met1 | 2292 | 6480
met2 | 263 | 6250
li1 | 2341 | -
met5 | - | 0
met3 | 29 | 1270
[power by group]
| part | internal [uW] | leakage, uW | switching [uW] | total [uW] |
|---|---|---|---|---|
| sequential | 341 | 0.000421 | 1.65 | 343 |
| combinational | 14.7 | 0.00133 | 27.3 | 42.0 |
| clock | 102 | 0.0000503 | 117 | 218 |
[final timing paths]
kind	startpoint	end	slack, ns	cells past startpoint
min reg2reg	rX1[0]$_SDFFE_PN0P_	rX1[0]$_SDFFE_PN0P_	0.49	2
min	rX1[0]$_SDFFE_PN0P_	rX1[0]$_SDFFE_PN0P_	0.49	2
max reg2reg	rY2[2]$_SDFF_PN1_	rY2[2]$_SDFF_PN1_	2.93	6
max	Ps2DataIn[0]	rX2[9]$_SDFF_PN0_	2.24	7
[final cells by class]
cell class,count,area [sq um],area share
multi-input cells,487,3300,0.623
flip-flops and latches,52,1050,0.199
repair buffers,64,628,0.119
well taps,108,135,0.0255
clock buffers,7,96.3,0.0182
inverters,23,86.3,0.0163
[per-stage QoR]
stage / worst slack [ns] / total power [uW] / cells / hold WS (ns)
after global routing: 1.97 / 625 / 741 / 0.524
after floorplan: 3.05 / 370 / 605 / 0.438
final: 2.24 / 603 / 741 / 0.494
after detailed placement: 1.99 / 391 / 734 / 0.483
after CTS: 2.32 / 610 / 741 / 0.497
after global placement: 2.08 / 391 / 734 / 0.478
[cells in the final DEF, fill, tap and decap left out, types with 8 or more instances in the layout]
cell,count
xnor2_1,31
nand3_1,29
clkdlybuf4s50_1,59
nand4_1,11
or2_2,8
inv_1,22
ha_1,13
a21oi_1,34
dfxtp_1,51
or3_1,13
nor3_1,25
nand2_1,48
nor2_1,47
o21ai_0,29
xor2_1,8
and3_1,9
[flip-flops by register name, indices dropped and copies added, names as in the netlist]
| name | count |
|---|---|
| Flag | 1 |
| rNum2 | 4 |
| rX2 | 10 |
| rX1 | 10 |
| rY2 | 10 |
| GoFlag | 1 |
| LastDone | 1 |
| rContorl | 1 |
| rY1 | 10 |
| rNum1 | 4 |
[logic make-up (layout without fill, tap and decap cells)]
family	Yosys count	after routing
compound gates	172	172
xor+xnor	39	39
fa+ha+maj	13	13
buf+inv	66	94
flops	52	52
mux	8	8
simple gates	255	255
[worst min-delay path, stage by stage (launching register included)]
cell,delay (ns)
dfxtp_1,0.36
nand2_1,0.07
a21oi_1,0.03
Power figures rest on the tool's default switching activity, not on a simulated workload.
